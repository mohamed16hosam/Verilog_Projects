--- flow/design.v ---
module ALU_TOP #(parameter WIDTH=16)
(
 input wire      [WIDTH-1:0]      A,B,
 input wire      [3:0]                ALU_FUN,
 input wire                             Clk,RST,
 output wire    [WIDTH-1:0]      Arith_OUT,Logic_OUT,CMP_OUT,SHIFT_OUT,
 output wire                           Carry_OUT,Arith_Flag,Logic_Flag,CMP_Flag,SHIFT_Flag   
);
wire                                      Arith_Enable,Logic_Enable,CMP_Enable,Shift_Enable;
Decoder_UNIT U_Decoder (
.ALU_FUN(ALU_FUN[3:2]),
.Arith_Enable(Arith_Enable), 
.Logic_Enable(Logic_Enable), 
.CMP_Enable(CMP_Enable), 
.Shift_Enable(Shift_Enable)
);
ARITHMETIC_UNIT U_Arithmetic (
.A(A), 
.B(B), 
.Clk(Clk), 
.Arith_Enable(Arith_Enable), 
.Arith_FUN(ALU_FUN[1:0]), 
.Arith_OUT(Arith_OUT), 
.Carry_OUT(Carry_OUT), 
.Arith_Flag(Arith_Flag),
.RST(RST)
);
LOGIC_UNIT U_Logic (
.A(A), 
.B(B), 
.Clk(Clk), 
.Logic_Enable(Logic_Enable), 
.Logic_FUN(ALU_FUN[1:0]), 
.Logic_OUT(Logic_OUT), 
.Logic_Flag(Logic_Flag),
.RST(RST)
);
CMP_UNIT U_CMP (
.A(A), 
.B(B), 
.Clk(Clk), 
.CMP_Enable(CMP_Enable), 
.CMP_FUN(ALU_FUN[1:0]), 
.CMP_OUT(CMP_OUT), 
.CMP_Flag(CMP_Flag),
.RST(RST)
);
SHIFT_UNIT U_Shift (
.A(A), 
.B(B), 
.Clk(Clk), 
.Shift_Enable(Shift_Enable), 
.Shift_FUN(ALU_FUN[1:0]), 
.Shift_OUT(SHIFT_OUT), 
.Shift_Flag(SHIFT_Flag),
.RST(RST)
);
endmodule
module ARITHMETIC_UNIT #(parameter WIDTH=16)
(
 input wire        [WIDTH-1:0]     A,B,
 input wire                              Clk,Arith_Enable,RST,
 input wire        [1:0]               Arith_FUN,
 output reg       [WIDTH-1:0]     Arith_OUT,
 output reg                             Carry_OUT,Arith_Flag
);
reg                 [WIDTH-1:0]      Arith_comb;
reg                                        Arith_Carry;
reg                                        Arith_Flag_comb;
always @(posedge Clk or negedge RST)
 begin
  if(!RST)
   begin
     Arith_OUT<='b0;
     Arith_Flag<=1'b0 ;
     Carry_OUT<=1'b0;	 
   end
  else 
   begin
    Arith_OUT<=Arith_comb;
	Arith_Flag<=Arith_Flag_comb ;
	Carry_OUT<=Arith_Carry;
   end
 end
always @(*)
 begin
  if(Arith_Enable)
   begin
    Arith_Carry=1'b0;
    Arith_Flag_comb=1'b1 ;
    case (Arith_FUN)
     2'b00 : {Arith_Carry,Arith_comb}=A+B ;
     2'b01 : Arith_comb=A-B ;
     2'b10 : Arith_comb=A*B ;
     2'b11 : Arith_comb=A/B ;
     default : Arith_comb='b0; 
    endcase
   end             
  else
   begin
    Arith_comb='b0 ; 
    Arith_Carry=1'b0;
    Arith_Flag_comb=1'b0;	
   end   
 end
endmodule
module CMP_UNIT #(parameter WIDTH=16)
(
 input wire        [WIDTH-1:0]     A,B,
 input wire                              Clk,CMP_Enable,RST,
 input wire        [1:0]               CMP_FUN,
 output reg       [WIDTH-1:0]     CMP_OUT,
 output reg                             CMP_Flag
);
reg                 [WIDTH-1:0]      CMP_comb;
reg                                        CMP_Flag_comb;
always @(posedge Clk or negedge RST)
 begin
  if(!RST)
   begin
     CMP_OUT<='b0;
     CMP_Flag<=1'b0 ;	 
   end
  else 
   begin
    CMP_OUT<=CMP_comb;
	CMP_Flag<=CMP_Flag_comb ;
   end
 end
always @(*)
 begin
  if(CMP_Enable)
   begin
    CMP_Flag_comb=1'b1 ;
    case (CMP_FUN) 
     2'b01 : begin
	  if (A==B)
       begin
        CMP_comb='b1 ;
       end
      else
       begin
        CMP_comb='b0 ;
       end
	  end
     2'b10 : begin
	  if (A>B)
       begin
        CMP_comb='b10 ;
       end
      else
       begin
        CMP_comb='b0 ;
       end
	  end
     2'b11 : begin
	  if (A<B)
       begin
        CMP_comb='b11 ;
       end
      else
       begin
        CMP_comb='b0 ;
       end
	  end
     default : CMP_comb='b0 ; 
    endcase
   end
  else
   begin
    CMP_comb='b0 ; 
    CMP_Flag_comb=1'b0;	
   end   
 end
endmodule
module Decoder_UNIT (
 input wire         [1:0]       ALU_FUN,
 output reg                      Arith_Enable,Logic_Enable,CMP_Enable,Shift_Enable
);
always @(*)
 begin
  case(ALU_FUN)
   2'b00 : begin
     Arith_Enable=1'b1 ;
	 Logic_Enable=1'b0 ;
	 CMP_Enable=1'b0 ;
	 Shift_Enable=1'b0 ;
    end
   2'b01 : begin
     Arith_Enable=1'b0 ;
	 Logic_Enable=1'b1 ;
	 CMP_Enable=1'b0 ;
	 Shift_Enable=1'b0 ;
    end
   2'b10 : begin
     Arith_Enable=1'b0 ;
	 Logic_Enable=1'b0 ;
	 CMP_Enable=1'b1 ;
	 Shift_Enable=1'b0 ;
    end
   2'b11 : begin
     Arith_Enable=1'b0 ;
	 Logic_Enable=1'b0 ;
	 CMP_Enable=1'b0 ;
	 Shift_Enable=1'b1 ;
    end
   default : begin
     Arith_Enable=1'b0 ;
	 Logic_Enable=1'b0 ;
	 CMP_Enable=1'b0 ;
	 Shift_Enable=1'b0 ;
    end
  endcase
 end
endmodule
module LOGIC_UNIT #(parameter WIDTH=16)
(
 input wire        [WIDTH-1:0]     A,B,
 input wire                              Clk,Logic_Enable, RST,
 input wire        [1:0]               Logic_FUN,
 output reg       [WIDTH-1:0]     Logic_OUT,
 output reg                             Logic_Flag
);
reg                 [WIDTH-1:0]      Logic_comb;
reg                                        Logic_Flag_comb;
always @(posedge Clk or negedge RST)
 begin
  if(!RST)
   begin
     Logic_OUT<='b0;
     Logic_Flag<=1'b0 ;	 
   end
  else 
   begin
    Logic_OUT<=Logic_comb;
	Logic_Flag<=Logic_Flag_comb ;
   end
 end
always @(*)
 begin
  if(Logic_Enable)
   begin
    Logic_Flag_comb=1'b1 ;
    case (Logic_FUN)
     2'b00 : Logic_comb=A&B ;
     2'b01 : Logic_comb=A|B ;
     2'b10 : Logic_comb=~(A&B); 
     2'b11 : Logic_comb=~(A|B) ;
     default : Logic_comb='b0 ;
    endcase
   end              
  else
   begin
    Logic_comb='b0 ; 
    Logic_Flag_comb=1'b0;	
   end   
 end
endmodule
module SHIFT_UNIT #(parameter WIDTH=16)
(
 input wire        [WIDTH-1:0]     A,B,
 input wire                              Clk,Shift_Enable,RST,
 input wire        [1:0]               Shift_FUN,
 output reg       [WIDTH-1:0]     Shift_OUT,
 output reg                             Shift_Flag
);
reg                 [WIDTH-1:0]      Shift_comb;
reg                                        Shift_Flag_comb;
always @(posedge Clk or negedge RST)
 begin
  if(!RST)
   begin
     Shift_OUT<='b0;
     Shift_Flag<=1'b0 ;	 
   end
  else 
   begin
    Shift_OUT<=Shift_comb;
	Shift_Flag<=Shift_Flag_comb ;
   end
 end
always @(*)
 begin
  if(Shift_Enable)
   begin
    Shift_Flag_comb=1'b1 ;
    case (Shift_FUN)
     2'b00 : Shift_comb=A>>1 ;
     2'b01 : Shift_comb=A<<1 ;
     2'b10 : Shift_comb=B>>1 ;
     2'b11 : Shift_comb=B<<1 ;
     default : Shift_comb='b0 ;
    endcase
   end           
  else
   begin
    Shift_comb='b0 ; 
    Shift_Flag_comb=1'b0;	
   end   
 end
endmodule
--- flow/run.sh ---
#!/bin/bash
# OpenROAD 26Q1-2900-gdf79404cd8, Yosys 0.63+post, stock flow scripts
make -C /OpenROAD-flow-scripts/flow DESIGN_CONFIG=/design/flow/config.mk WORK_HOME=/design/flow/orfs finish
--- flow/config.mk ---
export PLATFORM = sky130hd
export DESIGN_NAME = ALU_TOP
export DESIGN_NICKNAME = ALU_TOP
export VERILOG_FILES = /design/flow/design.v
export SDC_FILE = /design/flow/constraint.sdc
export NUM_CORES = 4
export LEC_CHECK = 1
export CORE_UTILIZATION = 50
export SYNTH_HDL_FRONTEND = slang
--- flow/constraint.sdc ---
current_design ALU_TOP

set clk_period 1.0
set clk_io_pct 0.2

create_clock -name clk0 -period $clk_period [get_ports {Clk}]

set non_clock_inputs [all_inputs -no_clocks]
set_input_delay [expr $clk_period * $clk_io_pct] -clock clk0 $non_clock_inputs
set_output_delay [expr $clk_period * $clk_io_pct] -clock clk0 [all_outputs]
==> impl_metrics.ini <==
; synthesis and place-and-route metrics
[floorplanning]
fp-row-count = 63
chipWidth_um = 175
die_h_um = 175
chip_area_mm2 = 0.0307
initial_utilization_pct = 50.7
fp.coreArea_mm2 = 0.0296
ioPinCount = 107

[drt]
route.antenna.diode_count = 0
drt_drc_violations_left = 0
via_count = 18344
dr.first_iter.drc_count = 1321
post_drt_wl_per_cell_um = 21.7
ant_nets_after_route = 0
postRouteWirelength_um = 67500
route.detailed.vias_per_inst = 5.91
drt_first_pass_iters = 5

[synthesis]
ys_area_mm2 = 0.0150
edf_count = 0
synth_cells = 1912
synthesis.area_per_instance_um2 = 7.84
yosys_cells = 1912
synthMostInstantiatedCell = sky130_fd_sc_hd__ha_1
dominantRegCellSynth = sky130_fd_sc_hd__dfrtp_1
synthesis.yosys.warnings = 0
largest_area_cell = sky130_fd_sc_hd__ha_1
syn_area_mm2 = 0.0150
synth.area.top_cells = sky130_fd_sc_hd__ha_1 (20%), sky130_fd_sc_hd__fa_1 (11%), sky130_fd_sc_hd__dfrtp_1 (9.2%)
asyncSetResetFlopFracSynth_pct = 100
top_cell_area_share_pct = 19.7
postSynthRegisterBits = 55
yosysSeqAreaShare_pct = 9.18
synth.lib_cells_used.distinct = 86
synthTopCellsByCount = sky130_fd_sc_hd__ha_1 (236), sky130_fd_sc_hd__nor2_1 (192), sky130_fd_sc_hd__inv_1 (182), sky130_fd_sc_hd__nand2_1 (182), sky130_fd_sc_hd__a21oi_1 (102)

[pwr]
comb_power_share_pct = 88.2
leakagePower_nw = 12.5
vdd.ir_drop.worst_uv = 2780
switching_share_pct = 46.0
power-per-cell-area_mw_per_mm2 = 1470
power.switching_w = 0.0172
cellInternalPower_w = 0.0201
p_clk_share_pct = 5.3
power.share.sequential_pct = 6.6

[worst_setup_path]
timing.setup.critical_path_class = in -> reg
critPathMostFrequentCell = sky130_fd_sc_hd__ha_1
startpoint_type = input port
largest_stage_delay_worst_path_ns = 0.58
crit_arrival_ns = 24.27
timing.critical_path.slowest_stage_cell = sky130_fd_sc_hd__or4_4
timing.critical_path.from = B[5]
critical_path_sink_type = flop
crit_fanout = 8
data_required_time_at_the_worst_endpoint_ns = 1.18

[global_route]
globalRouteTotalUtil_pct = 42.3
grt_overflow = 0
initial_antenna_violation_count = 0
pin_count_of_the_biggest_net_entering_global_routing = 56
grt_pass1_wl_um = 96800
first_global_vias = 17628

[final_timing]
worst-slew-pin-transition_ns = 0.471
whs_ns = -0.104
period_used_pct = 2410
post-route-min-period_ns = 24.09
unrepaired_setup_endpoints_after_global_routing = yes
fmaxAchievable_mhz = 41.5
timing.max_slew.rel_slack_pct = 67.8
slew_violations = 0
setup_tns_final_ns = -196.40
timing.final.setup_violations = 51
final_hold_viol_count = 55
post-route-worst-setup-slack_ns = -23.09

[cells_and_area]
area.growth.synth_to_final_pct = 68.9
layout-drive-gt1-share_pct = 47.3
final-seq-area_mm2 = 0.00138
combGateArea_mm2 = 0.0149
post-route-cell-area_mm2 = 0.0253
filler_cell_count = 1479

[outcome]
run_status = finished with violations
violated_checks = hold timing, setup timing

[placed_design]
detailed_place.area_mm2 = 0.0216
place.gp.congestion = 1.04
place.detailed.hpwl_um = 46400
io_buffer_count = 92

[clock_network]
ctsLongestPathBuffers = 2
numClockSinks = 55
clock_tree.htree_level_count = 2
cts_tree = yes
worst_setup_hold_path_clk_slew_ns = 0.07
numCtsBuffers = 5
root_cell_of_the_clock_tree = sky130_fd_sc_hd__clkbuf_16

[hold_path]
hold_path.class = in -> async

[flow_run]
number_of_max_cap_violations = 0
warnings = 68
## power groups by stage
stage / registers [W] / logic, W / clock network, W
CTS: 0.00246 / 0.0301 / 0.00198
finish: 0.00245 / 0.0329 / 0.00196
global route: 0.00246 / 0.0351 / 0.00209
## metrics by stage
step                power, W  std cells  hold slack, ns  setup slack, ns  util [%]
floorplan             0.0192       1925         -0.0956           -21.92         -
global placement      0.0283       2924           0.208           -23.33      73.2
detailed placement    0.0286       2924           0.209           -23.55      73.2
CTS                   0.0345       3055         -0.0924           -22.20      81.4
global route          0.0396       3106         -0.0761           -23.99      85.7
finish                0.0373       3106          -0.104           -23.09      85.7
## registers in the layout, indices dropped and copies added (netlist names)
signal / cells
U_Arithmetic.Carry_OUT: 1
U_Logic.Logic_Flag: 1
U_CMP.CMP_OUT: 2
U_Logic.Logic_OUT: 16
U_Shift.Shift_OUT: 16
U_Shift.Shift_Flag: 1
U_Arithmetic.Arith_Flag: 1
U_CMP.CMP_Flag: 1
U_Arithmetic.Arith_OUT: 16
## final cells by class
| cell class | instances | share of cell area (%) |
|---|---|---|
| clock buffer | 5 | 0.494 |
| clock inverter | 3 | 0.183 |
| inverter | 186 | 3.22 |
| multi-input combinational | 1590 | 58.7 |
| sequential | 55 | 5.44 |
| tap | 390 | 1.93 |
| timing repair buffer | 877 | 30.1 |
## cells by family (layout without fill, tap and decap cells)
| logic type | after synthesis | count (layout) | share of synthesized area, % |
|---|---|---|---|
| other | 1 | 14 | 0.0250 |
| xor gates and xnor gates | 134 | 134 | 7.83 |
| DFF | 55 | 55 | 9.18 |
| and+or+nand+nor | 610 | 610 | 19.0 |
| muxes | 60 | 60 | 5.42 |
| adders and majority gates | 318 | 318 | 30.6 |
| AOI/OAI and AO/OA | 454 | 454 | 20.5 |
| buffers and inverters | 280 | 1071 | 7.45 |
## final timing paths
path | cells after the start | to | slack [ns]
setup / recovery | 124 | U_Arithmetic.Arith_OUT[0] | -23.09
hold / removal | 2 | U_Shift.Shift_OUT[9] | -0.10
max in group asynchronous | 2 | U_Arithmetic.Arith_Flag | 0.88
min in group clk0 | 3 | U_Shift.Shift_OUT[0] | 0.43
## metal layers
layer	wire (um)	vias to the layer above	part of all wire [%]	track usage, %
li1	-	8317	-	-
met1	26600	8681	39	58.5
met2	28300	1046	42	63.5
met3	7750	300	11	11.3
met4	4770	0	7.1	18.4
met5	0	-	0	0
## placed cells by master, fill, tap and decap left out, types with 13 or more instances in the layout
| master | instances |
|---|---|
| sky130_fd_sc_hd__a21oi_1 | 63 |
| sky130_fd_sc_hd__xnor2_1 | 84 |
| sky130_fd_sc_hd__inv_2 | 21 |
| sky130_fd_sc_hd__clkbuf_2 | 23 |
| sky130_fd_sc_hd__nand2b_1 | 13 |
| sky130_fd_sc_hd__buf_12 | 37 |
| sky130_fd_sc_hd__a211oi_2 | 16 |
| sky130_fd_sc_hd__buf_6 | 74 |
| sky130_fd_sc_hd__a21oi_2 | 27 |
| sky130_fd_sc_hd__o211ai_1 | 22 |
| sky130_fd_sc_hd__nor2b_1 | 28 |
| sky130_fd_sc_hd__fa_1 | 71 |
| sky130_fd_sc_hd__a21o_1 | 44 |
| sky130_fd_sc_hd__a21oi_4 | 14 |
| sky130_fd_sc_hd__xor2_1 | 47 |
| sky130_fd_sc_hd__ha_1 | 174 |
| sky130_fd_sc_hd__nor3_1 | 38 |
| sky130_fd_sc_hd__ha_4 | 53 |
| sky130_fd_sc_hd__buf_4 | 661 |
| sky130_fd_sc_hd__o21ai_0 | 38 |
| sky130_fd_sc_hd__nand3_1 | 27 |
| sky130_fd_sc_hd__nor2_1 | 166 |
| sky130_fd_sc_hd__mux4_2 | 14 |
| sky130_fd_sc_hd__nor2_2 | 19 |
| sky130_fd_sc_hd__dfrtp_1 | 55 |
| sky130_fd_sc_hd__o21a_1 | 29 |
| sky130_fd_sc_hd__nand2_1 | 159 |
| sky130_fd_sc_hd__conb_1 | 14 |
| sky130_fd_sc_hd__o21ai_2 | 15 |
| sky130_fd_sc_hd__a31oi_1 | 14 |
| sky130_fd_sc_hd__inv_1 | 146 |
| sky130_fd_sc_hd__mux2_2 | 17 |
| sky130_fd_sc_hd__o21ai_1 | 24 |
| sky130_fd_sc_hd__nand4_1 | 14 |
| sky130_fd_sc_hd__nand2_2 | 17 |
| sky130_fd_sc_hd__buf_2 | 23 |
| sky130_fd_sc_hd__buf_8 | 21 |
| sky130_fd_sc_hd__dlymetal6s2s_1 | 24 |
## worst max-delay path, delay by kind of cell
family	cells	cell delay (ns)
AOI/OAI and AO/OA	56	11.00
buffers and inverters	12	1.54
xor gates and xnor gates	1	0.10
muxes	3	0.97
adders and majority gates	15	3.98
and+or+nand+nor	37	6.46
## timing repair
action,in CTS,in global routing
endpoints found under the hold margin,55,55
endpoints found under the setup margin,106,98
gates cloned,1,2
gates resized,491,266
setup buffers,124,54
pin swaps,171,157
Power is estimated from default activity; no workload was simulated.
