`/design/flow/run.sh`:
```
#!/bin/bash
# OpenROAD 26Q1-2900-gdf79404cd8, Yosys 0.63+post, stock flow scripts
make -C /OpenROAD-flow-scripts/flow DESIGN_CONFIG=/design/flow/config.mk WORK_HOME=/design/flow/orfs finish
```
`/design/flow/config.mk`:
```
export PLATFORM = sky130hd
export DESIGN_NAME = Register_File
export DESIGN_NICKNAME = Register_File
export VERILOG_FILES = /design/flow/design.v
export SDC_FILE = /design/flow/constraint.sdc
export NUM_CORES = 4
export LEC_CHECK = 1
export CORE_UTILIZATION = 40
export SYNTH_HDL_FRONTEND = slang
```
`/design/flow/constraint.sdc`:
```
current_design Register_File

set clk_period 1.5
set clk_io_pct 0.2

create_clock -name clk0 -period $clk_period [get_ports {CLK}]

set non_clock_inputs [all_inputs -no_clocks]
set_input_delay [expr $clk_period * $clk_io_pct] -clock clk0 $non_clock_inputs
set_output_delay [expr $clk_period * $clk_io_pct] -clock clk0 [all_outputs]
```
`/design/flow/design.v`:
```
module Register_File (
input wire           [15:0]           WrData,
input wire           [2:0]             Address,
input wire                               WrEn,RdEn,CLK,RST,
output reg          [15:0]            RdData
);
reg                     [15:0]            regfile        [7:0] ;  
integer                                    i ;       
always @(posedge CLK or negedge RST)
     begin
	     if(!RST)
		     begin
			    RdData<=16'b0 ;
				for(i=0; i<8; i=i+1)
				 begin
				    regfile[i]<=16'b0 ;
				 end
			 end
	     else if(WrEn & !RdEn)
		     begin
			     regfile[Address]<=WrData ;
			 end
		 else if(RdEn & !WrEn)
		     begin
			     RdData<=regfile[Address] ;
			 end
	 end
endmodule
```
==> summary.txt <==
Flow results follow.

The maximum number of pins on one net before global-route repair is 44. The number of instances in the synthesized netlist is 467. Looking at the clock tree report, the maximum root-to-sink buffer count equals 2.

The clock input transition at the sequential cells of the worst setup and hold paths is 0.06 ns. The report lists the number of standard-cell rows as 45. The effective utilization at floorplan is 41.7%. The count of warning messages emitted by the tools is 27. For this run, the top clock speed supported by timing is 709 MHz.

The synth_stat.txt file lists the number of cells as 467. The share of the Yosys chip area taken by registers is 56.0%. The largest fanout on the critical path is 8. In this run the VDD rail shows a maximum IR drop of 0.799 mV. The HPWL after detailed placement is 9770 µm. At the placement stage, the worst setup path has a slack of -0.596 ns. The flow ran to the end, but the final reports show violations.

The multi-input combinational cells in the finished layout cover a total of 2680 µm². The first global-routing pass estimated 24300 µm of wire. The element type at the critical path start is an input port. In the final layout, the fill cell count is 1253. In this run the number of H-tree levels came out at 4.

Setup slack on the worst reg-to-reg path comes out at 0.16 ns. Per the OpenROAD floorplan log, the area of the die is 16600 µm². The routed design could run at a clock period as short as 1.41 ns. The number of top-level design ports is 39. The post-synthesis cell type count is 37. The checks that failed: negative hold slack. In the final run the clock tree shows a worst skew of 0.00821 ns. The synthesis-to-finish area growth is 27.7%. The sink count of the clock tree is 144. The number of global-route vias before repair came to 4366. Per the timing report, the most critical flop-to-flop path originates at regfile[114]. Summing every instance area after synthesis gives 6430 µm².

In this run the worst hold path is classified as in -> async. The detail-routed via count per cell is 5.34. The relative slew slack is 70.5%. Once iteration 0 of detailed routing completed, the report listed 224 DRC markers. The final setup violation count is 0. During placement, the flow inserted port buffers numbering 38. The global routing report lists combined usage of all routing layers as 20.1%. The critical path in this run is classified as in -> reg. After layout, the worst setup slack is 0.0895 ns. The report counts max-capacitance violations totalling 0.

Summed over all layers, the routed wires come to 14700 µm. The count of pins over their slew limit is 0. The required time at the endpoint of the critical path is 1.80 ns. The final weighted congestion in routability-driven placement is 0.801. The worst-margin pin slew is 0.442 ns. The core area is 15400 µm². The register area is 3600 µm². OpenROAD reports that the post-layout worst path occupies 94.0% of the period. The CTS root buffer is clkbuf_16. The post-detailed-route wirelength per cell is 18.7 µm. The clock insertion delay at the later pin of the skew report is 0.42 ns.

After synthesis, the chip area reported by Yosys is 6430 µm². The worst reg2reg path endpoint is RdData[2]. The number of antenna diodes is 0. For this run, the detailed router's first-pass iteration total came to 4. After detailed placement, the design holds a cell count of 742. The die outline height is 129 µm. The tightest hold path in the finished design has a slack of -0.208 ns. The cell area power density is 1370 nW/µm². For reference, the critical path is launched at Address[1]. The final routed DRC violation total is 0. The post-synthesis register bit count is 144. The routed layout has 4201 vias. The total overflow reported by the global router is 0. Per the post-synthesis stats, the area per cell is 13.8 µm².

The proportion of netlist area held by the largest area contributor is 56.0%. The count of synthesis-stage warnings from yosys is 0. The share of final-layout standard cells stronger than drive strength 1 is 44.7%. The horizontal die dimension reported for this design is 129 µm. STA shows the worst reg2reg path with a cell count of 4.

Setup repair after global routing left no endpoint under its margin. The leakage component of the power was reported as 0.00364 µW. In this run the remaining antenna-violating nets after routing total 0. Sorting the synthesized cells by area gives the leading types as dfrtp_1 (56%), mux2_2 (24%), mux2i_1 (3.4%).

The final report lists a non-filler cell total of 786. The dominant cell type by area after synthesis is dfrtp_1. Data arrives at the worst endpoint at 1.72 ns. The number of antenna violations at the first check in global routing came to 0.

The worst setup path is captured at a register. The number of hold-slack violations in the final timing report is 38. The CTS tree is done. The number of buffers created by CTS is 17.
[worst max-delay path, cell delays in order]
cell and delay, ns:
dlygate4sd2_1 0.30, buf_4 0.19, and3_1 0.23, buf_4 0.18
a21oi_1 0.17, o221ai_1 0.15, o22a_1 0.18
[through the flow]
step                      utilization [%]  setup TNS [ns]  area, µm²  power, µW
after floorplan                         -               0       6440       6350
after global placement               48.6          -72.19       7490       7020
after detailed placement             48.6          -73.83       7490       7100
after CTS                            53.2               0       8210      11300
after global routing                 53.3               0       8220      11800
final                                53.3               0       8220      11300
[cell usage after synthesis (all sizes together)]
cell type,number
o21ai,6
buf,24
a22o,6
clkinv,1
nand2b,3
o31ai,1
and2,1
nand4,1
clkbuf,6
dfrtp,144
a22oi,19
o221ai,8
nor3b,2
nor3,2
nand2,10
o311ai,1
o22a,8
and3,1
a31oi,6
nor2b,2
a21oi,10
nand3b,2
mux2,138
mux2i,22
o32a,2
nand3,8
a221oi,6
nor2,26
inv,1
[how the worst max path moves through the flow]
stage | endpoint | slack, ns | depth (start not counted)
CTS | RdData[8] | 0.002 | 7
global route | RdData[3] | 0.03 | 7
finish | RdData[13] | 0.09 | 7
[cells by family after synthesis]
kind of cell    share of synthesized area (%)
compound gates                           8.42
simple gates                             5.12
buf+inv                                  2.88
flops                                    56.0
mux                                      27.6
[repair_timing]
item                                   in CTS  in global routing
setup endpoints to repair                 158                 10
buffers inserted                           11                  0
resized                                    25                  3
endpoints found under the hold margin      38                 38
gates cloned                                1                  0
pin swaps                                   0                  2
[metal layers]
layer | part of all wire, % | GRT usage, % | vias to the layer above
met3 | 4.6 | 4.11 | 13
met4 | 1.6 | 3.11 | 0
met1 | 49 | 33.5 | 2155
li1 | - | - | 1941
met2 | 45 | 28.8 | 92
met5 | 0 | 0 | -
[report_power, final]
| group | internal, µW | leakage (µW) | total [µW] | switching [µW] |
|---|---|---|---|---|
| logic | 1170 | 0.00161 | 1870 | 706 |
| clock network | 2580 | 0.000277 | 4200 | 1620 |
| registers | 4760 | 0.00176 | 5190 | 428 |
| total | 8510 | 0.00364 | 11300 | 2750 |
[final cells by class]
type | count | area share [%]
Timing Repair Buffer | 106 | 12.9
Tap cell | 211 | 3.21
Sequential cell | 144 | 43.9
Multi-Input combinational cell | 291 | 32.6
Clock buffer | 20 | 5.68
Clock inverter | 12 | 1.61
Inverter | 2 | 0.0914
[registers in the layout (all words and copies together) (netlist names)]
| register | cells |
|---|---|
| regfile | 128 |
| RdData | 16 |
[placed cells by master, fill, tap and decap left out, drive strengths merged, types with 3 or more instances in the layout]
cell and n:
clkinv 3, nand2b 3, o221ai 8, nand2 10, a221oi 6, a22o 6, nor2 26, clkinvlp 6
a31oi 6, o22a 8, buf 69, clkbuf 21, clkdlybuf4s50 16, o21ai 6, mux2i 22, a22oi 19
dfrtp 144, inv 3, dlygate4sd2 19, mux2 138, a21oi 10, nand3 8
Power is estimated from default activity; no workload was simulated.
